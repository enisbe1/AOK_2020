==> ./design.v <==
`timescale 1ns / 1ps
module alu_1bit(  input a,
    input b,
    input cin,
    input bnegate,
    input [2:0] op,
    output result,
    output cout
    );
    wire a, b, cin, bnegate;
wire[2:0] op;
wire result;
wire cout;
wire net2, net3, net4, net5, bjo;
not b1 (bjo, b);
mux_2_1 m2_B(bnegate, b, bjo, net2);
and andi (net3, a, net2);
or ori (net4, a, net2);
xor xori(net6, a,net2);
full_adder mbledhesi (a, net2, cin, net5, cout);
mux_8_1 m5 (op,net3,a,net4,net6,net5,net5,a,a,result);
endmodule
`timescale 1ns / 1ps
module full_adder(a, b, cin, sum, cout
    );
    input a, b, cin;
    output sum, cout;
    xor inst1 (net1, a, b);
    and inst2 (net2, a, b);
    xor inst3 (sum, net1, cin);
    and inst4 (net3, net1, cin);
    or inst5 (cout, net3, net2);
endmodule
`timescale 1ns / 1ps
module mux_2_1(
s, d0, d1, z
    );
    input s, d0, d1;
output z;
assign z = s ? d1 : d0;
endmodule
`timescale 1ns / 1ps
module mux_8_1(seleksioni,data1,data2,data3,data4,data5,data6,data7,data8,dalja
    );
input [2:0] seleksioni;
input data1;
input data2;
input data3;
input data4;
input data5;
input data6;
input data7;
input data8;
output dalja;
reg dalja;
always @ (seleksioni or data1,data2,data3,data4,data5,data6,data7,data8)
begin
case (seleksioni)
3'b000: dalja = data1;
3'b001: dalja = data2;
3'b010 : dalja = data3;
3'b011 : dalja = data4;
3'b100 : dalja = data5;
3'b101 : dalja = data6;
3'b110 : dalja = data7;
3'b111 : dalja = data8;
endcase
end
endmodule
==> ./run.sh <==
#!/bin/bash
# OpenROAD 26Q1-2900-gdf79404cd8, Yosys 0.63+post, stock flow scripts
make -C /OpenROAD-flow-scripts/flow DESIGN_CONFIG=/design/flow/config.mk WORK_HOME=/design/flow/orfs finish
==> ./config.mk <==
export PLATFORM = sky130hd
export DESIGN_NAME = alu_1bit
export DESIGN_NICKNAME = alu_1bit
export VERILOG_FILES = /design/flow/design.v
export SDC_FILE = /design/flow/constraint.sdc
export NUM_CORES = 4
export LEC_CHECK = 1
export CORE_AREA = 10 10 70 70
export DIE_AREA = 0 0 80 80
==> ./constraint.sdc <==
current_design alu_1bit

set clk_period 2.0
set clk_io_pct 0.2

create_clock -name clk0 -period $clk_period

set non_clock_inputs [all_inputs -no_clocks]
set_input_delay [expr $clk_period * $clk_io_pct] -clock clk0 $non_clock_inputs
set_output_delay [expr $clk_period * $clk_io_pct] -clock clk0 [all_outputs]
==> impl_metrics.env <==
# flow metrics
export IMPL_status="finished clean"
export IMPL_hold_viol=0
export IMPL_endpoint_kind="output pin"
export IMPL_clock_fmax_mhz=515
export IMPL_ys_area_um2=110
export IMPL_fin_crit_sh=0.971
export IMPL_nClkBuffers=0
export IMPL_synth_cell_types=10
export IMPL_syn_area_um2=110
export IMPL_grt_pass1_wl_um=731
export IMPL_net_switching_power_uw=20.2
export IMPL_yosys_cells=14
export IMPL_clkPwrFrac=0
export IMPL_finalMaxSlewViolations=0
export IMPL_min_period_ps=1940
export IMPL_synth_area_top_cells="ha_1, fa_1, inv_1, mux2i_1, o311a_1"
export IMPL_cts_hold_buf=0
export IMPL_syn_avg_cell_area_um2=7.86
export IMPL_hp_class="input pin to output pin"
export IMPL_drive_gt1_frac=0.250
export IMPL_syn_to_final_growth_pct=153
export IMPL_p_leak_nw=0.111
export IMPL_crit_fanout=3
export IMPL_dr_pass1_iters=2
export IMPL_vdd_drop_max_mv=0.0663
export IMPL_antenna_diode_count=0
export IMPL_warnings=34
export IMPL_fin_ws_ps=57.8
export IMPL_tns_ps=0
export IMPL_dpl_instance_area_um2=258
export IMPL_vias=127
export IMPL_die_width_um=80
export IMPL_p_seq_frac=0
export IMPL_synth_top_cell_area_share=0.227
export IMPL_overflow=0
export IMPL_power_density_nw_per_um2=187
export IMPL_register_area_um2=0
export IMPL_viasPerCell=1.81
export IMPL_combGateArea_um2=118
export IMPL_portBuffers=9
export IMPL_antenna_found_initial=0
export IMPL_grt_use_total=0.0146
export IMPL_worstPathArrival_ps=1540
export IMPL_drtAntennaViolNets=0
export IMPL_yosys_warnings=5
export IMPL_design_area_um2=279
export IMPL_nFillCells=411
export IMPL_core_um2=3420
export IMPL_avgRoutedWirePerCell_um=6.97
export IMPL_rows=21
export IMPL_place_ws_ps=-741
export IMPL_grt_start_max_net_pins=6
export IMPL_ys_seq_frac=0
export IMPL_final_setup_viol_count=0
export IMPL_path_class="input pin to output pin"
export IMPL_worst_pin_slew_ps=185
export IMPL_die_h_um=80
export IMPL_slew_headroom=0.876
export IMPL_p_comb_frac=1.000
export IMPL_max_cap_violations=0
export IMPL_switching_share=0.387
export IMPL_required_ps=1600
export IMPL_top_area_cell="ha_1"
export IMPL_crit_path_start_kind="input pin"
export IMPL_dp_cells=69
export IMPL_p_int_uw=32.0
export IMPL_drt_drc_violations_left=0
export IMPL_io_pin_count=9
export IMPL_rsz0062_at_grt="true"
export IMPL_syn_inst=14
export IMPL_wl_um=488
export IMPL_seq_cells=0
export IMPL_gp_routability_congestion=0.705
export IMPL_hpwl_um=406
export IMPL_drt_iter0_drc=2
export IMPL_die_area_um2=6400
export IMPL_layout_cells_non_filler=70
export IMPL_min_from="a"
export IMPL_hold_path_endpoint="result"
export IMPL_holdPathStages=5
export IMPL_grt_pass1_vias=150
export IMPL_fp_util=0.0322
-- cell type report --
type / instances / area share
timing repair buffer: 10 / 0.332
tap: 46 / 0.206
multi-input combinational: 11 / 0.422
inverter: 3 / 0.0404
-- power by group through the flow --
| stage | Clock [mW] | Sequential [mW] | Combinational, mW |
|---|---|---|---|
| after CTS | 0 | 0 | 0.0450 |
| after global routing | 0 | 0 | 0.0593 |
| final | 0 | 0 | 0.0522 |
-- layer usage --
layer | GRT usage | routed length (um)
met1 | 0.0231 | 291
met2 | 0.0201 | 175
met3 | 0.00341 | 21
met4 | 0 | 0
met5 | 0 | 0
-- critical path, cell delays in order --
cell,delay [ps]
buf_8,100
xor2_4,180
fa_1,420
mux2i_1,140
nand2_1,70
o311a_1,120
buf_2,110
-- cells in the mapped netlist --
cell type  instances
inv_1              3
ha_1               2
nand2_1            2
a21oi_1            1
fa_1               1
mux2i_1            1
nor2_1             1
o2111ai_1          1
o311a_1            1
xor2_1             1
-- worst max-delay path by stage --
stage	from	endpoint	slack, ps	depth (start not counted)
final	bnegate	result	60	7
after global routing	bnegate	result	-50	7
after CTS	b	result	5	7
-- what timing repair did --
action	4_1_cts	5_1_grt
buffers inserted	0	1
endpoints found under the setup margin	2	1
pin swaps	3	3
gates resized	16	5
-- cell families after synthesis --
family                   synth area share
AND/OR/NAND/NOR                     0.102
AND-OR/OR-AND                       0.216
adder cells (fa/ha/maj)             0.409
multiplexers                       0.0909
buffers and inverters               0.102
XOR/XNOR                           0.0796
-- cells in the final DEF, fill, tap and decap left out --
cell,instances
clkdlybuf4s50_1,4
inv_1,3
nand2_1,2
ha_1,2
nor2_1,1
a21oi_1,1
mux2i_1,1
o2111ai_1,1
o311a_1,1
xor2_4,1
fa_1,1
clkbuf_2,1
buf_6,1
buf_8,1
dlygate4sd2_1,1
buf_2,1
buf_4,1
-- per-stage QoR --
step	total power, mW	utilization	hold slack [ps]
after floorplan	0.0166	-	908
after CTS	0.0450	0.0747	1470
after global placement	0.0468	0.0755	1880
final	0.0522	0.0817	1320
after global routing	0.0593	0.0817	1380
after detailed placement	0.0479	0.0755	1890
Power is estimated from default activity; no workload was simulated.
